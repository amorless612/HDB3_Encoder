**./constraint.sdc**
```tcl
current_design hdb3_encoder

set clk_period 2.0
set clk_io_pct 0.2

create_clock -name clk0 -period $clk_period [get_ports {clk}]

set non_clock_inputs [all_inputs -no_clocks]
set_input_delay [expr $clk_period * $clk_io_pct] -clock clk0 $non_clock_inputs
set_output_delay [expr $clk_period * $clk_io_pct] -clock clk0 [all_outputs]
```
**./design.v**
```verilog
`timescale 1ns/1ns
module hdb3_encoder(
  input rst_n,
  input clk,
  input data_in,
  input en,
  output [1:0] hdb3_data_out,
  output bp,
  output bn
);
wire [1:0] data_plug_v;
wire [1:0] data_plug_b;
hdb3_plug_v U_hdb3_plug_v(
  .rst_n          (rst_n),
  .clk            (clk),
  .data_in        (data_in),
  .en             (en),
  .data_plug_v    (data_plug_v)
);
hdb3_plug_b U_hdb3_plug_b(
  .rst_n          (rst_n),
  .clk            (clk),
  .data_plug_v    (data_plug_v),
  .data_plug_b    (data_plug_b)
);
hdb3_polar U_hdb3_polar(
  .rst_n          (rst_n),
  .clk            (clk),
  .data_plug_b    (data_plug_b),
  .bp             (bp),
  .bn             (bn)
);
endmodule
`timescale 1ns/1ns
module hdb3_plug_b(
input rst_n,
input clk,
input [1:0] data_plug_v,
output [1:0] data_plug_b
);
reg count_1; 
reg [1:0] count_v; 
reg [1:0] data[3:0];
reg [1:0] i;
always@(posedge clk or negedge rst_n) begin
  if (!rst_n) begin
		count_1 <= 1'b0;
		count_v <= 1'b0;
	  end
  else begin
	  if(data[0] == 2'b11) begin
			count_1 <= 1'b0; 
			count_v <= count_v + 1'b1;
		  end
	  else if(data[0] == 2'b01) begin
			count_1 <= count_1 + 1'b1;
			if(count_v  == 2'd2) count_v <= 1'b1;
		  end
	  else begin
			if(count_v  == 2'd2) count_v <= 1'b1;
		  end
	end
end
always@(posedge clk or negedge rst_n) begin
		if (!rst_n) begin
			data[3] <= 2'b0;
			data[2] <= 2'b0;
			data[1] <= 2'b0;
			data[0] <= 2'b0;
		end
		else begin
			data[3] <= data[2];
			data[2] <= data[1];
			data[1] <= data[0];
			data[0] <= data_plug_v;
		end
end
assign data_plug_b = (count_1 == 1'b0)&&(count_v == 1'b1)&&(data[0] == 2'b11) ? 2'b10 : data[3];
endmodule
`timescale 1ns/1ns
module hdb3_plug_v(
  input rst_n,
  input clk,
  input data_in,
  input en,
  output [1:0] data_plug_v
);
reg [1:0] data_plug_v;
reg [1:0] count;
always@(posedge clk or negedge rst_n) begin
	if (!rst_n) begin
			count <= 2'd0;
			data_plug_v <= 2'b00;
		  end
	else if (!en) begin
			count <= 2'd0;
			data_plug_v <= 2'b00;
		  end
	else begin
		if (data_in == 1'b1) begin
			count <= 2'd0;
			data_plug_v <= 2'b01;
			end
		else begin
			count <= count + 1'b1;
				if (count == 2'd3) begin
					count <= 2'd0;
					data_plug_v <= 2'b11;
				  end
				else
					data_plug_v <= 2'b00;
			end
	  end				
end
endmodule
`timescale 1ns/1ns
module hdb3_polar(
  input rst_n,
  input clk,
  input [1:0] data_plug_b,
  output bp,
  output bn
);
	reg [1:0] polarout;
	reg bp;  
	reg bn;
	reg even;
always @ (posedge clk or negedge rst_n) begin
	if (!rst_n) begin
    even <= 1'b0;
    polarout <= 2'b00;
	  end
	else begin
		if((data_plug_b == 2'b01) || (data_plug_b == 2'b10)) begin
			if(even == 1'b1)
				polarout <= 2'b01;
			else begin
				polarout <= 2'b10;  
        end
			  even <= ~even;
		  end
		else if(data_plug_b == 2'b11) begin
			if(even == 1'b1)
				polarout <= 2'b10;
			else
				polarout <= 2'b01;
		  end
		else begin
				polarout <= 2'b00;
      end
	end
end
always @ (posedge clk or negedge rst_n) begin
	if (!rst_n) begin
    bp <= 1'b0;
		bn <= 1'b0;
	  end	
	else begin
		if(polarout == 2'b01) begin
			bp <= 1'b1;
			bn <= 1'b0;
		  end
		else if(polarout == 2'b10) begin
			bp <= 1'b0;
			bn <= 1'b1;
		  end		
		else begin
			bp <= 1'b0;
			bn <= 1'b0;
		  end						
	end
end
endmodule
```
**./run.sh**
```bash
#!/bin/bash
# OpenROAD 26Q1-2900-gdf79404cd8, Yosys 0.63+post, stock flow scripts
make -C /OpenROAD-flow-scripts/flow DESIGN_CONFIG=/design/flow/config.mk WORK_HOME=/design/flow/orfs finish
```
**./config.mk**
```make
export PLATFORM = sky130hd
export DESIGN_NAME = hdb3_encoder
export DESIGN_NICKNAME = hdb3_encoder
export VERILOG_FILES = /design/flow/design.v
export SDC_FILE = /design/flow/constraint.sdc
export NUM_CORES = 4
export LEC_CHECK = 1
export CORE_AREA = 10 10 80 80
export DIE_AREA = 0 0 90 90
```
==> impl_results.html <==
<!-- implementation run metrics -->
<table>
<tr><th>Metric</th><th>Value</th></tr>
<tr><th colspan="2">Outcome</th></tr>
<tr><td>Status</td><td>completed</td></tr>
<tr><th colspan="2">Timing</th></tr>
<tr><td>Fmax</td><td>603 MHz</td></tr>
<tr><td>Setup repair after global routing missed its margin</td><td>false</td></tr>
<tr><td>Final critical path time including I/O delays and setup</td><td>1660 ps</td></tr>
<tr><td>Number of pins with negative max-slew slack in the final report</td><td>0</td></tr>
<tr><td>Worst setup skew after layout</td><td>1.42 ps</td></tr>
<tr><td>Setup_tns</td><td>0 ps</td></tr>
<tr><td>Total setup violations reported at the end of the flow</td><td>0</td></tr>
<tr><td>Final cycle utilization of the critical path</td><td>0.829</td></tr>
<tr><td>Fin. Hold Viols</td><td>0</td></tr>
<tr><th colspan="2">Pwr</th></tr>
<tr><td>Internal power summed over all cells</td><td>673 uW</td></tr>
<tr><td>Switching power</td><td>171 uW</td></tr>
<tr><td>Worst vdd ir</td><td>0.438 mV</td></tr>
<tr><td>Combinational fraction of design power</td><td>0.089</td></tr>
<tr><td>Portion of total power attributed to the clock network</td><td>0.351</td></tr>
<tr><td>Leakage Power</td><td>0.438 nW</td></tr>
<tr><td>Share of power burned in registers</td><td>0.560</td></tr>
<tr><td>Areal power density over the cells</td><td>927 nW/um^2</td></tr>
<tr><td>Net switching fraction of the power</td><td>0.202</td></tr>
<tr><th colspan="2">Routing</th></tr>
<tr><td>Number of detailed-route iterations in the first pass</td><td>2</td></tr>
<tr><td>Number of nets with antenna violations after detailed routing</td><td>0</td></tr>
<tr><td>Count of routing violations after the opening detailed-route iteration</td><td>1</td></tr>
<tr><td>Remaining routing DRC violations</td><td>0</td></tr>
<tr><td>Total number of vias</td><td>355</td></tr>
<tr><td>Via-per-instance ratio</td><td>2.89</td></tr>
<tr><td>Ant. Diodes</td><td>0</td></tr>
<tr><td>Average wire per standard cell</td><td>7.41 um</td></tr>
<tr><td>Final Routed Wirelength</td><td>911 um</td></tr>
<tr><th colspan="2">Clock network</th></tr>
<tr><td>H-tree levels</td><td>1</td></tr>
<tr><td>Buffer depth of the longest clock path</td><td>2</td></tr>
<tr><td>Num CTS Buffers</td><td>3</td></tr>
<tr><td>Number of clock sinks</td><td>20</td></tr>
<tr><td>Clock Pin Slew Worst Setup and Hold Paths</td><td>70 ps</td></tr>
<tr><td>TritonCTS clock tree</td><td>built</td></tr>
<tr><td>Insertion delay of the later-clocked pin in the worst-skew pair</td><td>250 ps</td></tr>
<tr><td>Postcts setup bufs</td><td>0</td></tr>
<tr><td>Number of gates resized after CTS</td><td>0</td></tr>
<tr><td>Clock root buffer</td><td>sky130_fd_sc_hd__clkbuf_8</td></tr>
<tr><td># hold bufs at CTS</td><td>0</td></tr>
<tr><th colspan="2">Synthesis</th></tr>
<tr><td>Area of the synthesized netlist per yosys stat</td><td>724 um^2</td></tr>
<tr><td>Post-synth seq share</td><td>0.691</td></tr>
<tr><td>Yosys Instances</td><td>47</td></tr>
<tr><td>Cells taking the most area after synthesis</td><td>sky130_fd_sc_hd__dfrtp_1 (69%), sky130_fd_sc_hd__ha_1 (6.9%), sky130_fd_sc_hd__mux2_2 (4.7%)</td></tr>
<tr><td>Cell type with the largest total area</td><td>sky130_fd_sc_hd__dfrtp_1</td></tr>
<tr><td>Yosys synthesis warning count</td><td>6</td></tr>
<tr><td>Proportion of netlist area held by the largest area contributor</td><td>0.691</td></tr>
<tr><td>Unique cell type count in the Yosys netlist</td><td>17</td></tr>
<tr><td>Cells after synthesis</td><td>47</td></tr>
<tr><td>Post-synthesis register bit count</td><td>20</td></tr>
<tr><td>Syn Area/Cell</td><td>15.4 um^2</td></tr>
<tr><td>Post-Syn Area</td><td>724 um^2</td></tr>
<tr><th colspan="2">Setup path</th></tr>
<tr><td>Depth of the most critical reg-to-reg path</td><td>6</td></tr>
<tr><td>Setup slack, reg-to-reg</td><td>340 ps</td></tr>
<tr><td>Crit path cell chain</td><td>inv_1 &gt; ha_1 &gt; nand4b_1 &gt; and2_1 &gt; ha_1 &gt; mux2_2</td></tr>
<tr><td>Crit. End Element</td><td>register</td></tr>
<tr><td>Number of buffer and inverter instances along the worst setup path</td><td>1</td></tr>
<tr><td>Worst Path Max Fanout</td><td>3</td></tr>
<tr><td>Reg2Reg Launch Point</td><td>U_hdb3_plug_b.count_v[1]$_DFFE_PN0P_</td></tr>
<tr><td>Data arrival time of the critical path</td><td>1800 ps</td></tr>
<tr><td>Required time of the worst setup path</td><td>2140 ps</td></tr>
<tr><td>Worst Path Class, Setup</td><td>reg2reg</td></tr>
<tr><td>RR Endpoint</td><td>U_hdb3_polar.polarout[2]$_DFF_PN0_</td></tr>
<tr><td>Worst Setup Start Kind</td><td>register</td></tr>
<tr><td>Critical path's most frequent cell</td><td>sky130_fd_sc_hd__ha_1</td></tr>
<tr><td>Slowest cell on the critical path</td><td>sky130_fd_sc_hd__dfrtp_1</td></tr>
<tr><td>Worst stage delay on the critical path</td><td>390 ps</td></tr>
<tr><td>Cell class contributing the biggest share of worst-path delay</td><td>adder cells</td></tr>
<tr><th colspan="2">Placement</th></tr>
<tr><td>Post-detail-place hpwl</td><td>661 um</td></tr>
<tr><td>Cell area after placement</td><td>855 um^2</td></tr>
<tr><td>Port Buffer Count</td><td>5</td></tr>
<tr><td>Final weighted congestion of routability-driven global placement</td><td>0.723</td></tr>
<tr><th colspan="2">Global routing</th></tr>
<tr><td>Wire length of the first global-routing pass</td><td>1730 um</td></tr>
<tr><td>Sum of overflow across all layers after global routing</td><td>0</td></tr>
<tr><td>Pin count of the biggest net entering global routing</td><td>21</td></tr>
<tr><td>Number of antenna violations at the first check in global routing</td><td>0</td></tr>
<tr><td>Number of global-route vias before repair</td><td>394</td></tr>
<tr><td>Overall track demand over capacity in global routing</td><td>0.0247</td></tr>
<tr><th colspan="2">Floorplan</th></tr>
<tr><td>Die Footprint</td><td>8100 um^2</td></tr>
<tr><td>Site row count</td><td>25</td></tr>
<tr><td>Horiz. Die Dim</td><td>90 um</td></tr>
<tr><td>Die outline height</td><td>90 um</td></tr>
<tr><td>Number of ports placed on the die boundary</td><td>8</td></tr>
<tr><td>Standard cell core area</td><td>4720 um^2</td></tr>
<tr><td>Pre-Place Util</td><td>0.153</td></tr>
<tr><th colspan="2">Final layout</th></tr>
<tr><td>Cell area after layout</td><td>910 um^2</td></tr>
<tr><td>Area growth from synthesis to final layout</td><td>25.6%</td></tr>
<tr><td>Fillcell total</td><td>505</td></tr>
<tr><td>Share of layout cells above drive strength 1</td><td>0.161</td></tr>
<tr><th colspan="2">Hold path</th></tr>
<tr><td>Hold path startpoint</td><td>U_hdb3_plug_v.data_plug_v[1]$_DFF_PN0_</td></tr>
<tr><td>Class of the worst hold path</td><td>reg2reg</td></tr>
<tr><td>Endpoint with the worst hold slack</td><td>U_hdb3_plug_b.data[0][1]$_DFF_PN0_</td></tr>
<tr><td>Cell count of the worst hold path</td><td>0</td></tr>
<tr><th colspan="2">Flow run</th></tr>
<tr><td>Max-capacitance violation count</td><td>0</td></tr>
<tr><td>Number of warnings the tools reported</td><td>26</td></tr>
</table>
## layout by cell type (no fill, tap or decap)
cell type	n
sky130_fd_sc_hd__dfrtp_1	20
sky130_fd_sc_hd__clkdlybuf4s50_1	5
sky130_fd_sc_hd__ha_1	4
sky130_fd_sc_hd__clkbuf_8	4
sky130_fd_sc_hd__mux2_2	3
sky130_fd_sc_hd__inv_1	2
sky130_fd_sc_hd__and3b_1	2
sky130_fd_sc_hd__nand2b_1	2
sky130_fd_sc_hd__nor2_1	2
sky130_fd_sc_hd__mux2i_1	2
sky130_fd_sc_hd__conb_1	2
sky130_fd_sc_hd__nand4b_1	1
sky130_fd_sc_hd__and2_1	1
sky130_fd_sc_hd__o21a_1	1
sky130_fd_sc_hd__nor2b_1	1
sky130_fd_sc_hd__nor4b_2	1
sky130_fd_sc_hd__nand2_1	1
sky130_fd_sc_hd__xor2_1	1
sky130_fd_sc_hd__buf_4	1
## power groups by stage
stage	Combinational, mW	Clock (mW)	Sequential (mW)
after CTS	0.0776	0.304	0.473
after global routing	0.0859	0.324	0.480
final	0.0751	0.296	0.473
## routing by layer
metal | vias to the layer above | GRT usage | share of wire
met4 | 0 | 0.00398 | 0.015
met5 | - | 0 | 0
met3 | 4 | 0.0151 | 0.10
li1 | 167 | - | -
met2 | 11 | 0.0327 | 0.40
met1 | 173 | 0.0338 | 0.49
## cells in the mapped netlist
| library cell | instances |
|---|---|
| sky130_fd_sc_hd__conb_1 | 1 |
| sky130_fd_sc_hd__buf_4 | 2 |
| sky130_fd_sc_hd__dfrtp_1 | 20 |
| sky130_fd_sc_hd__nor2b_1 | 1 |
| sky130_fd_sc_hd__and3b_1 | 2 |
| sky130_fd_sc_hd__xor2_1 | 1 |
| sky130_fd_sc_hd__ha_1 | 4 |
| sky130_fd_sc_hd__nand2b_1 | 2 |
| sky130_fd_sc_hd__and2_1 | 1 |
| sky130_fd_sc_hd__nand4b_1 | 1 |
| sky130_fd_sc_hd__inv_1 | 2 |
| sky130_fd_sc_hd__mux2_2 | 3 |
| sky130_fd_sc_hd__nor4b_2 | 1 |
| sky130_fd_sc_hd__mux2i_1 | 2 |
| sky130_fd_sc_hd__nand2_1 | 1 |
| sky130_fd_sc_hd__o21a_1 | 1 |
| sky130_fd_sc_hd__nor2_1 | 2 |
## per-stage QoR
step	std cells	utilization	hold slack, ps	total power [mW]	worst slack (ps)
5_1_grt	123	0.193	356	0.889	229
4_1_cts	123	0.193	351	0.855	317
6_report	123	0.193	350	0.843	343
2_1_floorplan	48	-	104	0.520	504
3_5_place_dp	119	0.181	335	0.558	354
3_3_place_gp	119	0.181	332	0.550	433
## state kept, by name (all words and copies together), names as in the netlist
name,flops
U_hdb3_plug_b.data,8
U_hdb3_polar.even,1
U_hdb3_plug_v.data_plug_v,2
U_hdb3_polar.bp,1
U_hdb3_polar.polarout,2
U_hdb3_plug_b.count_1,1
U_hdb3_plug_v.count,2
U_hdb3_polar.bn,1
U_hdb3_plug_b.count_v,2
## logic make-up (layout without fill, tap and decap cells)
group	after synthesis	count (layout)	synth area share
and+or+nand+nor	11	11	0.107
AOI/OAI and AO/OA	1	1	0.0104
xor gates and xnor gates	1	1	0.0121
adders and majority gates	4	4	0.0691
buffers and inverters	4	12	0.0311
other	1	2	0.00518
muxes	5	5	0.0743
DFF	20	20	0.691
## how the worst max path moves through the flow
stage	start	to	slack (ps)	cells past startpoint
after global routing	U_hdb3_plug_b.count_v[1]$_DFFE_PN0P_	U_hdb3_polar.polarout[2]$_DFF_PN0_	230	6
final	U_hdb3_plug_b.count_v[1]$_DFFE_PN0P_	U_hdb3_polar.polarout[2]$_DFF_PN0_	340	6
after CTS	U_hdb3_plug_b.count_v[1]$_DFFE_PN0P_	U_hdb3_polar.polarout[2]$_DFF_PN0_	320	6
## layout make-up
class                   instances  area (um^2)  share of cell area
well taps                      67         83.8              0.0922
clock buffers                   4         55.1              0.0605
repair buffers                  6         57.6              0.0633
flip-flops and latches         20          500               0.550
multi-input cells              24          205               0.226
inverters                       2         7.51             0.00825
Power and IR drop assume default switching activity.
